==> flow/design.v <==
`timescale 1ns / 1ps
module Hex7Seg(
    input [3:0] data,
    output reg [6:0] a2g
    );
    always @(data)
    case (data)
        'h0: a2g = 7'b100_0000;
        'h1: a2g = 7'b111_1001;
        'h2: a2g = 7'b010_0100;
        'h3: a2g = 7'b011_0000;
        'h4: a2g = 7'b001_1001;
        'h5: a2g = 7'b001_0010;
        'h6: a2g = 7'b000_0010;
        'h7: a2g = 7'b111_1000;
        'h8: a2g = 7'b000_0000;
        'h9: a2g = 7'b001_0000;
        'hA: a2g = 7'b000_1000;
        'hB: a2g = 7'b000_0011;
        'hC: a2g = 7'b100_0110;
        'hD: a2g = 7'b010_0001;
        'hE: a2g = 7'b000_0110;
        'hF: a2g = 7'b000_1110;
    default: a2g = 7'b100_0000;
    endcase                           
endmodule
`timescale 1ns / 1ps
module async7seg(
    input [15:0] x,
    input clk,
    input clr,
    output [6:0] a2g,
    output reg [3:0] an,
    output dp
    );
    wire [1:0] s;
    reg [3:0] digit;
    wire [3:0] aen;
    reg [19:0] clkdiv;
    assign dp = 1;  
    assign s = clkdiv[19:18];
    assign aen = 4'b1111;
    always @(s)
    case (s)
        0:digit = x[3:0];
        1:digit = x[7:4];
        2:digit = x[11:8];
        3:digit = x[15:12];
        default:digit = x[3:0];
    endcase
    always @(aen)
    begin
        an = 4'b1111;
        if(aen[s] == 1)
            an[s] = 0;
    end
    always @(posedge clk or posedge clr)
    begin
        if(clr == 1)
            clkdiv <= 0;
        else
            clkdiv <= clkdiv + 1;
    end
    Hex7Seg seg1(.data(digit), .a2g(a2g));
endmodule
`timescale 1ns / 1ps
module clkdiv(
    input mclk,
    input clr,
    output clk190,
    output clk48,
    output clk1_4hz
    );
    reg [27:0]q;
    always@(posedge mclk)
    begin
    if(!clr)
         q<=0;
    else
         q<=q+1;
    end
    assign clk190=q[18]; 
    assign clk48=q[20]; 
    assign clk1_4hz=q[24];         
endmodule
`timescale 1ns / 1ps
module Counter(
    input [3:0] in,
    input clk,
    input clr,
    input load,
    input enP,
    input enT,
    output reg [3:0] Q,
    output cout
    );
    wire [3:0] nK;
    wire [3:0] nJ;
    wire [3:0] nQ;
    wire cl, len;
    assign cout = & Q;
    always @(posedge clk)
    begin
        if (clr == 1'b0)
            Q <= 4'b0000;
        else
            if (load == 1'b0)
                Q <= in;
            else
                if (enP == 1'b1 && enT == 1'b1)
                    Q <= Q + 1;
                else
                    Q <= Q;
    end
endmodule
`timescale 1ns / 1ps
module Clock(
    input clk,
    input clr,
    input clr2,
	input load,
    output [6:0] a2g,
    output [3:0] an,
    output dp
    );
    wire [15:0] tm;
    wire [3:0] nclr;
	wire [3:0] cout;
    wire zero, en, nclk;
    wire nclr2;
    wire clk1hz, clk190hz, clk48hz;
    wire [3:0] clock;
    reg [3:0] clear;
    assign zero = 1'b0;
	assign en = 1'b1;
    assign nclr = ~clear;
    assign nclr2 = ~clr2;
    assign clock = {4{clk1hz}} & clear;
    assign nclk = ~clk1hz;
    always @(clk1hz)
    begin
        if (tm[3:0] == 4'b1001 | ~clr)
            begin
            clear[0] <= 1;
            if (tm[7:4] == 4'b0101 | ~clr)
                begin
                clear[1] <= 1;
                if (tm[11:8] == 4'b1001 | ~clr)
                    clear[2] <= 1;
                if (tm[15:12] == 4'b0010 & tm[11:8] == 4'b0011 | ~clr)
                begin
                    clear[3] <= 1;
                    clear[2] <= 1;
                end
                else
                    if (~(tm[11:8] == 4'b1001 | ~clr))
                        clear[2] <= 0;
                end
            else
                clear[1] <= 0;
            end
        else
            clear[0] <= 0;
    end
    clkdiv clocker(clk, clr2, clk190hz, clk48hz, clk1hz);
    Counter a({4{zero}}, clk1hz, nclr[0], load, en, en, tm[3:0], cout[0]),
	b({4{zero}}, clock[0], nclr[1], load, en, en, tm[7:4], cout[1]),
	c({4{zero}}, clock[1], nclr[2], load, en, en, tm[11:8], cout[2]),
	d({4{zero}}, clock[2], nclr[3], load, en, en, tm[15:12], cout[3]);   
	async7seg seg(tm[15:0], clk190hz, nclr2, a2g[6:0], an[3:0], dp);
endmodule
==> flow/run.sh <==
#!/bin/bash
# OpenROAD 26Q1-2900-gdf79404cd8, Yosys 0.63+post, stock flow scripts
make -C /OpenROAD-flow-scripts/flow DESIGN_CONFIG=/design/flow/config.mk WORK_HOME=/design/flow/orfs finish
==> flow/config.mk <==
export PLATFORM = sky130hd
export DESIGN_NAME = Clock
export DESIGN_NICKNAME = Clock
export VERILOG_FILES = /design/flow/design.v
export SDC_FILE = /design/flow/constraint.sdc
export NUM_CORES = 4
export LEC_CHECK = 1
export CORE_UTILIZATION = 30
==> flow/constraint.sdc <==
current_design Clock

set clk_period 3.9
set clk_io_pct 0.2

create_clock -name clk0 -period $clk_period [get_ports {clk}]

set non_clock_inputs [all_inputs -no_clocks]
set_input_delay [expr $clk_period * $clk_io_pct] -clock clk0 $non_clock_inputs
set_output_delay [expr $clk_period * $clk_io_pct] -clock clk0 [all_outputs]
==> results.cfg <==
; physical design summary
[global_routing]
grt_pass1_wl_mm = 8.40
grt_util_all_layers = 0.101
antenna_found_initial = 0
grt_pass1_vias = 1908
grt-ovfl-total = 0
grt_max_degree = 29

[pwr]
ir_drop_v = 0.000232
power_leakage_nw = 1.18
p_per_area_nw_per_um2 = 136
power.total_mw = 0.433

[logic_synthesis]
top_cell = dfxtp_1
ys_sh_simple = 0.222
syn_area_per_cell_sq_um = 9.39
logic_family = simple AND/OR/NAND/NOR gates
compound_area_frac = 0.0767
ys_sh_xor = 0.107
yosys-top-cells-area = dfxtp_1 (26%), dfrtp_1 (17%), xnor2_1 (7.9%)
muxShareOfSynthArea = 0.0492
largest_area_cell = dfxtp_1
synthCells = 306
yosys-top-cells-count = dfxtp_1 (37), nor2_1 (29), xnor2_1 (26)
synth-main-ff-cell = dfxtp_1
ys_types = 43
synth_flops = 59
synthAdderAreaFrac = 0.0610
edf_count = 0
synth_top_area_share = 0.258
syn-cell-area_sq_um = 2870
async_reset_ff_frac = 0.339
yosysWarnings = 5
ys_cells = 306
yosysChipArea_sq_um = 2870

[sta]
max_freq_ghz = 0.474
finClkSkew_ns = 0.00349
slew_headroom = 0.517
finalSetupViolCount = 0
unclocked_regs = 34
fin_crit_sh = 0.541
fin_setup_tns_ns = 0
worst_pin_slew_ns = 0.718
finalCriticalPeriod_ns = 2.11
hold_viol_final = 0
untimed_endpoints = 45
rsz0062_at_grt = false
slew_violations = 0
worst_slack_ns = 1.79

[setup_path]
crit_family = simple AND/OR/NAND/NOR gates
crit_path_end_kind = flop
arrival_ns = 2.30
crit_chain = nand4_1 > or3_1 > or4_1 > a21oi_1
path_buffers = 0
cp_data_required_time_ns = 4.09
cp_max_fo = 24
path_class = flop to flop
critPathSlowestCell = dfxtp_1
timing.critical_path.slowest_cell_delay_ns = 0.75
crit_path_start_kind = flop

[cells_and_area]
layoutNonFillerInstCount = 446
syn_to_final_growth_pct = 10.9
fillers = 944
drive_gt1_frac = 0.0379
final_area_sq_um = 3190

[worst_hold_path]
min_path_type = flop to flop

[clock_network]
cts_setup_buffers = 0
post_cts_resized = 0
cts_root_buf = clkbuf_8
cts_tree = done
cts_max_level = 1
cts_hold_buf = 0
cts-buffers-inserted = 3
path_clk_slew_ns = 0.08
clkLatencyLatePin_ns = 0.26
cts_buffer_depth = 2

[routing]
insertedDiodeCount = 0
route.detailed.drc = 0
antenna_left = 0
drt-wirelength-per-cell_um = 10.1
drt_pre_antenna_iters = 4
routed_wl_mm = 4.52
drt_iter0_markers = 89
vias = 2060
vias_per_cell = 4.62

[floorplanning]
dieArea_sq_um = 9970
dieHeight_um = 99.9
initCoreUtil = 0.311
core_sq_um = 9240
rows = 35
ioPinCount = 16
die_x_um = 99.9

[placed_design]
place_hpwl_mm = 3.35
io_buffers = 14
postPlaceCellArea_sq_um = 3140
place.gp.congestion = 0.772
dp_slack_ns = 1.62
dp.cells = 442

[flow_run]
drv_cap = 0
warnings = 33

[run_status]
status = finished, final reports clean
cells in the final DEF, fill, tap and decap left out, types with 9 or more instances in the layout:
master | synthesis | final
ha_1 | 14 | 14
xnor2_1 | 26 | 26
mux2i_1 | 13 | 13
dfrtp_1 | 20 | 20
nor2_1 | 29 | 29
nand2_1 | 24 | 24
dfxtp_1 | 37 | 37
inv_1 | 18 | 18
a21oi_1 | 11 | 11
xor2_1 | 9 | 9
nand3_1 | 17 | 17
clkdlybuf4s50_1 | 0 | 14
nand4_1 | 10 | 10
worst paths after layout:
kind | depth (start not counted) | endpoint | slack (ns) | start
worst max-delay path | 4 | clocker.q[23] | 1.79 | clocker.q[18]
worst min-delay path | 2 | clocker.q[22] | 0.46 | clocker.q[22]
worst max register to register | 4 | clocker.q[23] | 1.79 | clocker.q[18]
worst min register to register | 2 | clocker.q[22] | 0.46 | clocker.q[22]
power breakdown:
group          total, mW  internal, mW  switching (mW)
Clock              0.149        0.0729          0.0758
Sequential         0.262         0.259         0.00314
Combinational     0.0219       0.00747          0.0144
Total              0.433         0.340          0.0933
logic make-up after synthesis:
kind of cell | count (synthesis)
latches | 2
multiplexers | 14
adder cells (fa/ha/maj) | 14
other | 1
buffers and inverters | 27
AND-OR/OR-AND | 33
flip-flops | 57
AND/OR/NAND/NOR | 123
XOR/XNOR | 35
sequential cells by signal (all words and copies together) (netlist names):
| register | count |
|---|---|
| b.Q | 4 |
| clocker.q | 25 |
| clear | 2 |
| seg.clkdiv | 20 |
| c.Q | 4 |
| a.Q | 4 |
cell type report:
cell class,instances,area (sq um),area share
sequential,59,1270,0.399
timing repair buffer,16,155,0.0487
clock buffer,4,45.0,0.0141
inverter,18,67.6,0.0212
tap,129,161,0.0507
multi-input combinational,220,1490,0.466
per-stage QoR:
stage	hold slack (ns)	util
5_1_grt	0.488	0.345
4_1_cts	0.464	0.345
3_5_place_dp	0.450	0.340
2_1_floorplan	0.430	-
6_report	0.460	0.345
3_3_place_gp	0.439	0.340
worst register-to-register path, delay by kind of cell (launching register included):
kind	cells	cell delay (ns)
DFF	1	0.75
AOI/OAI and AO/OA	1	0.14
and+or+nand+nor	3	1.15
per-layer routing:
layer	track usage	vias to the layer above	wire length, um
met5	0	-	0
met4	0	0	0
met3	0.00992	0	101
met2	0.168	19	1980
met1	0.156	959	2450
li1	-	1082	-
Power is estimated from default activity; no workload was simulated.
