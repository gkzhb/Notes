$ cat flow/config.mk
export PLATFORM = sky130hd
export DESIGN_NAME = dmem
export DESIGN_NICKNAME = dmem
export VERILOG_FILES = /design/flow/design.v
export SDC_FILE = /design/flow/constraint.sdc
export NUM_CORES = 4
export LEC_CHECK = 1
export CORE_UTILIZATION = 50
$ cat flow/design.v
`timescale 1ns / 1ps
module dmem #(WIDTH = 7)
	(input CLK, Reset, WE,
	input [31:0] A, WD,
	output reg Ready,
	output reg [31:0] RD,
	input [WIDTH - 1:0] ReadAddr,
	output [31:0] Data);
	reg [31:0] RAM[2**WIDTH - 1:0];
	assign Data = RAM[ReadAddr];
	reg [1:0] state;
	wire [1:0] nextstate;
	assign nextstate = state + 1;
	always @(posedge CLK)
		if (Reset)
		begin
			state <= 2'b00;
		end
		else 
			state <= nextstate;
	always @(*)
		if (state == 2'b11)
		begin
			Ready <= 1'b1;
			if (WE)
			begin
				RAM[A[WIDTH + 1:2]] <= WD;
				RD <= 32'b0;
			end
			else
			begin
				RAM[A[WIDTH + 1:2]] <= RAM[A[WIDTH + 1:2]];
				RD <= RAM[A[WIDTH + 1:2]];
			end
		end
		else
		begin
			Ready <= 1'b0;
			RAM[A[WIDTH + 1:2]] <= RAM[A[WIDTH + 1:2]];
			RD <= 32'b0;
		end
endmodule
$ cat flow/run.sh
#!/bin/bash
# OpenROAD 26Q1-2900-gdf79404cd8, Yosys 0.63+post, stock flow scripts
make -C /OpenROAD-flow-scripts/flow DESIGN_CONFIG=/design/flow/config.mk WORK_HOME=/design/flow/orfs finish
$ cat flow/constraint.sdc
current_design dmem

set clk_period 70.2
set clk_io_pct 0.2

create_clock -name clk0 -period $clk_period [get_ports {CLK}]

set non_clock_inputs [all_inputs -no_clocks]
set_input_delay [expr $clk_period * $clk_io_pct] -clock clk0 $non_clock_inputs
set_output_delay [expr $clk_period * $clk_io_pct] -clock clk0 [all_outputs]
==> flow_summary.json <==
{
  "syn_area_um2": 114000,
  "placedCellCount": 15400,
  "stop_stage": "5_1_grt",
  "cts_buffers": 3,
  "fp_util": 0.503,
  "dpl.hpwl_mm": 827,
  "untimed_endpoints": 4096,
  "rows": 175,
  "placed_area_um2": 126000,
  "cts_setup_buffers": 0,
  "grt_pass1_vias": 159000,
  "unclocked_regs": 4096,
  "syn_avg_cell_area_um2": 9.28,
  "ys.flops": 4098,
  "edf_count": 0,
  "synthFlopType": "dlxtn_1",
  "grt_use_total": 1.20,
  "yosysCellCount": 12300,
  "first-error": "[ERROR GRT-0116] Global routing finished with congestion. Check the congestion regions in the DRC Viewer.",
  "clockBufferDepth": 2,
  "die_w_um": 480,
  "cts_hold_buf": 0,
  "clockRootBuffer": "clkbuf_16",
  "io_pins": 139,
  "synthArstFlopShare": 0,
  "synth_cell_types": 86,
  "grt_max_degree": 116,
  "die_h_um": 480,
  "yosys_area_um2": 114000,
  "grt_pass1_wl_mm": 1740,
  "synth_cells": 12300,
  "ys.warnings.count": 321,
  "htree_levels": 1,
  "status": "aborted with a tool error",
  "io_buffers": 113,
  "cts_resized": 0,
  "gp_congestion": 1.52,
  "grt_overflow_total": 36800
}
routing by layer:
layer  GRT overflow  track usage
met1           8942         1.17
met2          16600         1.33
met3           6173         1.13
met4           4339         1.15
met5            735         1.07
per-stage QoR:
step                 util  setup slack [ns]  total power (uW)
CTS                 0.555             36.19              2910
floorplan               -             39.80              2390
detailed placement  0.554             36.20              2890
global placement    0.554             36.20              2880
synth_stat cells (9+ instances only):
library cell,count,share of area
a2111oi_0,60,0.0046
a211oi_1,10,0.00066
a21oi_1,95,0.0042
a221oi_1,100,0.0077
a222oi_1,116,0.010
a22o_1,236,0.018
a22oi_1,3227,0.21
a2bb2oi_1,10,0.00077
a31oi_1,18,0.00099
a32oi_1,77,0.0059
and2_1,19,0.0010
and3_1,192,0.011
and4_1,18,0.0014
buf_1,68,0.0022
buf_2,283,0.012
buf_4,26,0.0017
buf_6,20,0.0020
clkbuf_1,582,0.019
dlxtn_1,4096,0.54
inv_1,35,0.0012
mux2_2,76,0.0075
mux2i_1,77,0.0067
nand2_1,871,0.029
nand2b_1,9,0.00049
nand3_1,226,0.0099
nand3b_1,10,0.00066
nand4_1,400,0.022
nand4bb_1,10,0.00099
nor2_1,409,0.013
nor2_2,12,0.00066
nor2b_1,12,0.00066
nor3_1,230,0.010
nor3b_1,20,0.0013
nor4_1,190,0.010
o211ai_1,38,0.0025
o21ai_0,52,0.0023
o22a_1,31,0.0024
o22ai_1,156,0.0085
o31ai_1,11,0.00072
o32ai_1,15,0.0012
or3_1,13,0.00071
or4_1,39,0.0026
cell families after synthesis:
logic type	synth area share
xor+xnor	0.000153
latches	0.538
fa+ha+maj	0.000110
compound gates	0.286
mux	0.0144
flops	0.000351
simple gates	0.122
buf+inv	0.0386
Power figures rest on the tool's default switching activity, not on a simulated workload.
