<file path="/design/flow/design.v">
`timescale 1ns / 1ps
module Hex7Seg(
    input [3:0] data,
    output reg [6:0] a2g
    );
    always @(data)
    case (data)
        'h0: a2g = 7'b100_0000;
        'h1: a2g = 7'b111_1001;
        'h2: a2g = 7'b010_0100;
        'h3: a2g = 7'b011_0000;
        'h4: a2g = 7'b001_1001;
        'h5: a2g = 7'b001_0010;
        'h6: a2g = 7'b000_0010;
        'h7: a2g = 7'b111_1000;
        'h8: a2g = 7'b000_0000;
        'h9: a2g = 7'b001_0000;
        'hA: a2g = 7'b000_1000;
        'hB: a2g = 7'b000_0011;
        'hC: a2g = 7'b100_0110;
        'hD: a2g = 7'b010_0001;
        'hE: a2g = 7'b000_0110;
        'hF: a2g = 7'b000_1110;
    default: a2g = 7'b100_0000;
    endcase                           
endmodule
`timescale 1ns / 1ps
module async7seg(
    input [15:0] x,
    input clk,
    input clr,
    output [6:0] a2g,
    output reg [3:0] an,
    output dp
    );
    wire [1:0] s;
    reg [3:0] digit;
    wire [3:0] aen;
    reg [19:0] clkdiv;
    assign dp = 1;  
    assign s = clkdiv[19:18];
    assign aen = 4'b1111;
    always @(s)
    case (s)
        0:digit = x[3:0];
        1:digit = x[7:4];
        2:digit = x[11:8];
        3:digit = x[15:12];
        default:digit = x[3:0];
    endcase
    always @(aen)
    begin
        an = 4'b1111;
        if(aen[s] == 1)
            an[s] = 0;
    end
    always @(posedge clk or posedge clr)
    begin
        if(clr == 1)
            clkdiv <= 0;
        else
            clkdiv <= clkdiv + 1;
    end
    Hex7Seg seg1(.data(digit), .a2g(a2g));
endmodule
`timescale 1ns / 1ps
module display(
	input CLK, Reset,
	input [1:0] Ctl,
	input [6:0] Addr,
	input [31:0] DispRegData, DispMemData,
	output reg [4:0] DispReadReg,
	output reg [6:0] DispReadMem,
	input [31:0] PC, PCNext, Instr,
	output [6:0] A2G,
	output [7:0] AN,
	output DP);
	reg [31:0] Data;
	async7seg seg(Data, CLK, Reset, A2G[6:0], AN[7:0], DP);
	always @(*)
	begin
		if (Ctl[1] == 0)
		begin
			case(Ctl[0])
				1'b0:
				begin
					DispReadReg <= Addr[4:0];
					DispReadMem <= 7'b0;
					Data[15:0] <= DispRegData;
				end
				1'b1:
				begin
					DispReadReg <= 5'b0;
					DispReadMem <= Addr;
					Data[15:0] <= DispMemData[15:0];
				end
			endcase
			Data[31:16] <= {PC[7:0], PCNext[7:0]};
		end
		else
		begin
			Data <= Instr;
		end
	end
endmodule
</file>
<file path="/design/flow/run.sh">
#!/bin/bash
# OpenROAD 26Q1-2900-gdf79404cd8, Yosys 0.63+post, stock flow scripts
make -C /OpenROAD-flow-scripts/flow DESIGN_CONFIG=/design/flow/config.mk WORK_HOME=/design/flow/orfs finish
</file>
<file path="/design/flow/config.mk">
export PLATFORM = sky130hd
export DESIGN_NAME = display
export DESIGN_NICKNAME = display
export VERILOG_FILES = /design/flow/design.v
export SDC_FILE = /design/flow/constraint.sdc
export NUM_CORES = 4
export LEC_CHECK = 1
export CORE_AREA = 10 10 140 140
export DIE_AREA = 0 0 150 150
</file>
<file path="/design/flow/constraint.sdc">
current_design display

set clk_period 6.1
set clk_io_pct 0.2

create_clock -name clk0 -period $clk_period [get_ports {CLK}]

set non_clock_inputs [all_inputs -no_clocks]
set_input_delay [expr $clk_period * $clk_io_pct] -clock clk0 $non_clock_inputs
set_output_delay [expr $clk_period * $clk_io_pct] -clock clk0 [all_outputs]
</file>
==> Table 3: Implementation characteristics <==
Characteristics after synthesis and place and route

Parameter                              Value

Run status
  Result of the run    finished clean

Timing
  Maximum clock skew at final layout    0.002293 ns
  Final Max Tran Viols    0
  Time the final worst path needs with I/O delays and setup    ~5.7 ns
  Max Fclk    roughly 180 MHz
  Setup repair after global routing missed its margin    no
  Max-slew headroom at the worst pin    0.5095
  Final Cycle Share    0.9273
  Slew at the pin closest to its max-slew limit    0.7349 ns
  Final Hold Viols    0
  Register pins left without a clock    12
  Setup tns final    0 ns
  Count of endpoints without a timing constraint    24
  Setup violators final    0
  Fin Hold WS    0.4746 ns

Floorplan
  Count of standard-cell rows    47
  Fp_density    0.1127
  Ports    199
  Area of the chip    22500 sq um
  Total core area    16580 sq um
  Die span in x    150 um
  Height of the die    150 um

Pwr
  Sum of internal, switching and leakage power    431.4 uW
  Power per standard cell area    142.8 nW/um^2
  IR Drop Worst-Case VDD    0.00009236 V
  Cell leakage power    0.001240 uW

Global routing
  First-pass GRT wire length    9.577 mm
  Total gr overflow    0
  Pin count of the biggest net entering global routing    27
  Overall fraction of global-route tracks in use    0.05252
  Vias in the first global route    between 1500 and 2000
  Antenna violations before repair    0

CTS
  TritonCTS clock tree    built
  Clock-pin slew on the worst setup and hold paths    0.06 ns
  H-tree depth    1
  Worst skew pair latency    0.25 ns
  Resize count post-CTS    0
  Clock buffer count from CTS    3
  Post-CTS setup buffer count    0
  Root cell of the clock tree    sky130_fd_sc_hd__clkbuf_16
  CTS Hold Bufs    0
  Bufs on Longest Clock Path    2

Place
  Number of buffers added on ports    81
  RD Place Congestion    slightly above 0.8
  HPWL after detailed placement    between 5 and 6 mm

Route
  Number of remaining DRC errors    0
  Drt pass-1 iters    4
  Routed WL    6.157 mm
  Vias per cell    3.384
  Number of DRC violations after detailed-routing iteration 0    between 50 and 60
  Tally of nets with antenna violations remaining after routing    0
  Wire per inst    12.39 um
  N_diodes    0
  Vias    1682

Yosys
  Post-synth tally of flip-flops with integrated enable    0
  Top cell types by occurrence after synthesis    20 x sky130_fd_sc_hd__dfrtp_1, 19 x sky130_fd_sc_hd__mux2i_1, 14 x sky130_fd_sc_hd__xnor2_1, 12 x sky130_fd_sc_hd__dlxtn_1, 11 x sky130_fd_sc_hd__nand2_1
  Dominant Register Cell    sky130_fd_sc_hd__dfrtp_1
  Most repeated cell in the gate-level netlist after synthesis    sky130_fd_sc_hd__dfrtp_1
  Cell taking the most area after synthesis    sky130_fd_sc_hd__dfrtp_1
  Cells in synth_stat.txt    197
  Distinct cell type count after synthesis    45
  Synth Cell Area    roughly 1900 sq um
  Seq cells post-synth    32
  Biggest area contributors in the synthesized netlist    sky130_fd_sc_hd__dfrtp_1 27%, sky130_fd_sc_hd__mux2i_1 10%, sky130_fd_sc_hd__dlxtn_1 9.6%, sky130_fd_sc_hd__xnor2_1 6.6%, sky130_fd_sc_hd__ha_1 4.7%
  Fraction of synthesis flops using an asynchronous set or reset pin    0.6250
  Summed standard-cell area reported by yosys    1869 sq um
  Instance count of the mapped netlist    197
  Yosys warning count    5
  Area share of the largest cell type after synthesis    0.2677
  Avg Inst Size Synth    9.489 sq um

Cells and area
  Post-synthesis to final-layout area growth    61.65%
  Layout cells sized above 1    0.05415
  Fill cell instance count of the final layout    1821

Critical path
  Max stage delay on crit path    0.56 ns
  Endpoint class of the critical path    primary output
  Startpoint kind of the worst setup timing path    input pin
  Arrival time at the worst endpoint    about 4.4 ns
  Largest driver fanout on the critical path    26
  Crit-path slowest cell    sky130_fd_sc_hd__clkdlybuf4s50_1
  Category of the most critical setup path    input pin to primary output
  Worst-path cell chain    clkdlybuf4s50_1 > buf_4 > mux2i_1 > nor2_1 > a211oi_1 > a211oi_1 > a21oi_1 > inv_1 > ha_1 > or3b_2 > o221a_2 > clkdlybuf4s50_1
  Req. time, crit path    4.88 ns

Job
  Max-cap violations    0
  Total number of warnings across the stage logs    142

Worst hold path
  Path type of the worst min-delay path    register to register
## state kept, by name, indices dropped and copies added (netlist names)
signal	cells
seg.clkdiv	20
DispReadReg	5
DispReadMem	7
## power breakdown
group          switching [uW]  internal [uW]  leakage, uW
Clock                    46.6            130    0.0000511
Sequential              0.550            138     0.000364
Combinational            41.8           74.1     0.000825
## layer usage
| layer | vias to the layer above | routed length, um | track usage |
|---|---|---|---|
| met5 | - | 0 | 0 |
| met4 | 0 | 0 | 0.0004859 |
| met3 | 0 | 551 | 0.01533 |
| met2 | 55 | 2795 | 0.08702 |
| met1 | 790 | 2809 | 0.07066 |
| li1 | 837 | - | - |
## metrics by stage
stage / area [sq um] / setup WS [ns] / util / cells
after floorplan: 1881 / 1.468 / - / 200
after global placement: 2917 / 0.3448 / 0.1759 / 493
after detailed placement: 2917 / 0.3307 / 0.1759 / 493
after CTS: 3022 / 0.3018 / 0.1822 / 497
after global routing: 3022 / 0.1358 / 0.1822 / 497
final: 3022 / 0.4438 / 0.1822 / 497
## kinds of logic (layout without fill, tap and decap cells)
kind of cell | Yosys count | after routing | share of synthesized area
AND-OR/OR-AND | 27 | 27 | 0.1078
XOR/XNOR | 19 | 19 | 0.08902
adder cells (fa/ha/maj) | 7 | 7 | 0.04685
buffers and inverters | 23 | 100 | 0.06894
flip-flops | 20 | 20 | 0.2677
latches | 12 | 12 | 0.09638
multiplexers | 22 | 22 | 0.1339
other | 2 | 5 | 0.004018
AND/OR/NAND/NOR | 65 | 65 | 0.1854
## layout by cell type, fill, tap and decap left out, types with 6 or more instances in the layout
cell type	netlist	layout
sky130_fd_sc_hd__and2_1	7	7
sky130_fd_sc_hd__buf_4	5	6
sky130_fd_sc_hd__clkdlybuf4s50_1	0	81
sky130_fd_sc_hd__dfrtp_1	20	20
sky130_fd_sc_hd__dlxtn_1	12	12
sky130_fd_sc_hd__ha_1	7	7
sky130_fd_sc_hd__inv_1	9	9
sky130_fd_sc_hd__mux2i_1	19	19
sky130_fd_sc_hd__nand2_1	11	11
sky130_fd_sc_hd__nand3_1	10	10
sky130_fd_sc_hd__nor2_1	10	10
sky130_fd_sc_hd__nor2b_1	9	9
sky130_fd_sc_hd__xnor2_1	14	14
## worst max-delay path: cells and delay by family
kind                       cells  cell delay [ns]
and+or+nand+nor                2             0.52
adders and majority gates      1             0.26
muxes                          1             0.23
buffers and inverters          4             1.50
AOI/OAI and AO/OA              4             0.69
## final cells by class
| type | instances | area [sq um] | share of cell area |
|---|---|---|---|
| clock inverters | 1 | 30.03 | 0.009938 |
| multi-input cells | 145 | 1071 | 0.3545 |
| clock buffers | 3 | 75.07 | 0.02484 |
| flip-flops and latches | 32 | 680.7 | 0.2253 |
| repair buffers | 87 | 855.8 | 0.2832 |
| well taps | 220 | 275.3 | 0.09110 |
| inverters | 9 | 33.78 | 0.01118 |
## final timing paths
check / from / endpoint / slack (ns) / cells past startpoint
max: Ctl[0] / A2G[0] / 0.44 / 12
min: seg.clkdiv[15] / seg.clkdiv[15] / 0.47 / 1
max reg2reg: seg.clkdiv[2] / seg.clkdiv[19] / 4.20 / 5
min reg2reg: seg.clkdiv[15] / seg.clkdiv[15] / 0.47 / 1
max in group asynchronous: Reset / seg.clkdiv[2] / 4.24 / 2
min in group asynchronous: Reset / seg.clkdiv[3] / 1.39 / 2
No activity file was given, so power comes from the tool's default toggle rates.
